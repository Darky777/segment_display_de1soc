===== ./config.mk =====
export PLATFORM = sky130hd
export DESIGN_NAME = avalon_hex_to_seg_de1soc
export DESIGN_NICKNAME = avalon_hex_to_seg_de1soc
export VERILOG_FILES = /design/flow/design.v
export SDC_FILE = /design/flow/constraint.sdc
export NUM_CORES = 4
export LEC_CHECK = 1
export CORE_UTILIZATION = 40
export SYNTH_MEMORY_MAX_BITS = 65536

===== ./constraint.sdc =====
current_design avalon_hex_to_seg_de1soc

set clk_period 3.5
set clk_io_pct 0.2

create_clock -name clk0 -period $clk_period [get_ports {clk}]

set non_clock_inputs [all_inputs -no_clocks]
set_input_delay [expr $clk_period * $clk_io_pct] -clock clk0 $non_clock_inputs
set_output_delay [expr $clk_period * $clk_io_pct] -clock clk0 [all_outputs]

===== ./design.v =====
module avalon_hex_to_seg_de1soc #(
    parameter NUM_SEGMENT = 6
) (
    input clk ,
    input rst_n ,
    input [ 2:0] avms_address_i ,
    input        avms_write_i ,
    input [7:0] avms_writedata_i ,
    output [NUM_SEGMENT*7 -1:0] segment_symbol_o
);
    logic [NUM_SEGMENT - 1:0][7:0] data_to_out;
    logic [NUM_SEGMENT - 1:0][6:0] segment_symbol_s;
    integer word_ind ;
    always_ff @(posedge clk) begin
        if( !rst_n ) begin
           data_to_out <= '0;
        end else if ( avms_write_i ) begin
            for ( word_ind = 0; word_ind < NUM_SEGMENT; word_ind++) begin
                if(avms_address_i == word_ind) begin
                    data_to_out[word_ind] <= avms_writedata_i;
                end
            end
        end
    end
    genvar seg_ind ;
    generate
        for ( seg_ind = 0; seg_ind < NUM_SEGMENT; seg_ind++) begin : segment_conver_genblck
                hex_to_segment_convert_de1soc i_hex_to_segment_convert_de1soc (
                    .clk_i ( clk ) ,
                    .rst_n_i ( rst_n ) ,
                    .hex_symbol_i ( data_to_out[seg_ind] ) ,
                    .segment_symbol_o( segment_symbol_s[seg_ind] )
                );
        end
    endgenerate
    assign segment_symbol_o = segment_symbol_s;
endmodule
module hex_to_segment_convert_de1soc (
    input clk_i ,
    input rst_n_i ,
    input [7:0] hex_symbol_i ,
    output logic [6:0] segment_symbol_o
);
    logic [6:0] segment_symbol ;
    always_ff @(posedge clk_i or negedge rst_n_i) begin
        if(~rst_n_i) begin
            segment_symbol <= 7'd0;
        end else begin
            case (hex_symbol_i)
                8'h20: segment_symbol <= 7'b0000000 ;  
                8'h21: segment_symbol <= 7'b0000110 ;  
                8'h22: segment_symbol <= 7'b0100010 ;  
                8'h23: segment_symbol <= 7'b1111110 ;  
                8'h24: segment_symbol <= 7'b1101101 ;  
                8'h25: segment_symbol <= 7'b1010010 ;  
                8'h26: segment_symbol <= 7'b1000110 ;  
                8'h27: segment_symbol <= 7'b0100000 ;  
                8'h28: segment_symbol <= 7'b0101001 ;  
                8'h29: segment_symbol <= 7'b0001011 ;  
                8'h2a: segment_symbol <= 7'b0100001 ;  
                8'h2b: segment_symbol <= 7'b1110000 ;  
                8'h2c: segment_symbol <= 7'b0010000 ;  
                8'h2d: segment_symbol <= 7'b1000000 ;  
                8'h2e: segment_symbol <= 7'b0000000 ;  
                8'h2f: segment_symbol <= 7'b1010010 ;  
                8'h30: segment_symbol <= 7'b0111111 ;  
                8'h31: segment_symbol <= 7'b0000110 ;  
                8'h32: segment_symbol <= 7'b1011011 ;  
                8'h33: segment_symbol <= 7'b1001111 ;  
                8'h34: segment_symbol <= 7'b1100110 ;  
                8'h35: segment_symbol <= 7'b1101101 ;  
                8'h36: segment_symbol <= 7'b1111101 ;  
                8'h37: segment_symbol <= 7'b0000111 ;  
                8'h38: segment_symbol <= 7'b1111111 ;  
                8'h39: segment_symbol <= 7'b1101111 ;  
                8'h3a: segment_symbol <= 7'b0001001 ;  
                8'h3b: segment_symbol <= 7'b0001101 ;  
                8'h3c: segment_symbol <= 7'b1100001 ;  
                8'h3d: segment_symbol <= 7'b1001000 ;  
                8'h3e: segment_symbol <= 7'b1000011 ;  
                8'h3f: segment_symbol <= 7'b1010011 ;  
                8'h40: segment_symbol <= 7'b1011111 ;  
                8'h41: segment_symbol <= 7'b1110111 ;  
                8'h42: segment_symbol <= 7'b1111100 ;  
                8'h43: segment_symbol <= 7'b0111001 ;  
                8'h44: segment_symbol <= 7'b1011110 ;  
                8'h45: segment_symbol <= 7'b1111001 ;  
                8'h46: segment_symbol <= 7'b1110001 ;  
                8'h47: segment_symbol <= 7'b0111101 ;  
                8'h48: segment_symbol <= 7'b1110110 ;  
                8'h49: segment_symbol <= 7'b0110000 ;  
                8'h4a: segment_symbol <= 7'b0011110 ;  
                8'h4b: segment_symbol <= 7'b1110101 ;  
                8'h4c: segment_symbol <= 7'b0111000 ;  
                8'h4d: segment_symbol <= 7'b0010101 ;  
                8'h4e: segment_symbol <= 7'b0110111 ;  
                8'h4f: segment_symbol <= 7'b0111111 ;  
                8'h50: segment_symbol <= 7'b1110011 ;  
                8'h51: segment_symbol <= 7'b1101011 ;  
                8'h52: segment_symbol <= 7'b0110011 ;  
                8'h53: segment_symbol <= 7'b1101101 ;  
                8'h54: segment_symbol <= 7'b1111000 ;  
                8'h55: segment_symbol <= 7'b0111110 ;  
                8'h56: segment_symbol <= 7'b0111110 ;  
                8'h57: segment_symbol <= 7'b0101010 ;  
                8'h58: segment_symbol <= 7'b1110110 ;  
                8'h59: segment_symbol <= 7'b1101110 ;  
                8'h5a: segment_symbol <= 7'b1011011 ;  
                8'h5b: segment_symbol <= 7'b0111001 ;  
                8'h5c: segment_symbol <= 7'b1100100 ;  
                8'h5d: segment_symbol <= 7'b0001111 ;  
                8'h5e: segment_symbol <= 7'b0100011 ;  
                8'h5f: segment_symbol <= 7'b0001000 ;  
                8'h60: segment_symbol <= 7'b0000010 ;  
                8'h61: segment_symbol <= 7'b1011111 ;  
                8'h62: segment_symbol <= 7'b1111100 ;  
                8'h63: segment_symbol <= 7'b1011000 ;  
                8'h64: segment_symbol <= 7'b1011110 ;  
                8'h65: segment_symbol <= 7'b1111011 ;  
                8'h66: segment_symbol <= 7'b1110001 ;  
                8'h67: segment_symbol <= 7'b1101111 ;  
                8'h68: segment_symbol <= 7'b1110100 ;  
                8'h69: segment_symbol <= 7'b0010000 ;  
                8'h6a: segment_symbol <= 7'b0001100 ;  
                8'h6b: segment_symbol <= 7'b1110101 ;  
                8'h6c: segment_symbol <= 7'b0110000 ;  
                8'h6d: segment_symbol <= 7'b0010100 ;  
                8'h6e: segment_symbol <= 7'b1010100 ;  
                8'h6f: segment_symbol <= 7'b1011100 ;  
                8'h70: segment_symbol <= 7'b1110011 ;  
                8'h71: segment_symbol <= 7'b1100111 ;  
                8'h72: segment_symbol <= 7'b1010000 ;  
                8'h73: segment_symbol <= 7'b1101101 ;  
                8'h74: segment_symbol <= 7'b1111000 ;  
                8'h75: segment_symbol <= 7'b0011100 ;  
                8'h76: segment_symbol <= 7'b0011100 ;  
                8'h77: segment_symbol <= 7'b0010100 ;  
                8'h78: segment_symbol <= 7'b1110110 ;  
                8'h79: segment_symbol <= 7'b1101110 ;  
                8'h7a: segment_symbol <= 7'b1011011 ;  
                8'h7b: segment_symbol <= 7'b1000110 ;  
                8'h7c: segment_symbol <= 7'b0110000 ;  
                8'h7d: segment_symbol <= 7'b1110000 ;  
                8'h7e: segment_symbol <= 7'b0000001 ;  
                8'h7f: segment_symbol <= 7'b0000000 ;  
                default: segment_symbol <= 7'b0000000 ;
            endcase
        end
    end
    assign segment_symbol_o = ~segment_symbol;
endmodule

===== ./run.sh =====
#!/bin/bash
# OpenROAD 26Q1-2900-gdf79404cd8, Yosys 0.63+post, stock flow scripts
make -C /OpenROAD-flow-scripts/flow DESIGN_CONFIG=/design/flow/config.mk WORK_HOME=/design/flow/orfs finish

==> GITHUB_STEP_SUMMARY <==
### Yosys + OpenROAD results

| Metric | Value |
|---|---|
| Final worst-path cycle share | `0.969` |
| Layout fillers | `between 2,000 and 3,000` |
| Yosys cell count | `1,697` |
| Global Route Usage Sum | `0.327` |
| Root Buffer | `clkbuf_16` |
| CP startpoint kind | `primary input` |
| Core area | `approximately 0.030 mm²` |
| Yosys Warn Count | `2` |
| Via/cell ratio | `just over 6` |
| Die Height | `178 µm` |
| FMAX | `295 MHz` |
| Die area | `~0.032 mm²` |
| Max-cap viol count | `0` |
| Crit path required time | `roughly 3.8 ns` |
| Clock period minus worst slack | `3.39 ns` |
| Reg2reg setup slack | `roughly 1.1 ns` |
| Port bufs | `around 55` |
| Largest net degree at the start of global routing | `31` |
| Fraction of registers with async set/reset | `0.318` |
| Worst r2r src | `data_to_out[10]` |
| Crit path DAT | `3.73 ns` |
| Main area contributors | `dfxtp_1, dfrtp_1, ha_1` |
| Hold crit path type | `in -> async` |
| Placement Rows | `between 60 and 70` |
| Grt total ovfl | `0` |
| Dominant cell area share | `0.146` |
| CTS tree | `built` |
| Initial antenna violation count | `2` |
| Final HPWL DP | `38,000 µm` |
| DRC errors left | `0` |
| Reg area | `about 0.0029 mm²` |
| Most common cell in the netlist | `nand2_1` |
| P&R area growth vs syn | `30.8%` |
| Leakage | `about 7 nW` |
| Post-synth EDFFs | `0` |
| Antenna Nets Post-Route | `0` |
| Routed Wire Length | `roughly 50,000 µm` |
| Pre-antenna DRT Iters | `6` |
| PD cells | `around 270 mW/mm²` |
| Maximum vdd drop | `~0.35 mV` |
| Routability cong. | `approximately 1` |
| Worst Setup Path Type | `in -> reg` |
| Crit end category | `flip-flop` |
| Inst Count DP | `2,354` |
| Ys flops | `roughly 130` |
| Final core utilization | `0.538` |
| Combinational Area | `~0.0085 mm²` |
| DR vias | `around 14,000` |
| Init Core Util | `0.411` |
| Layout Skew | `~0.012 ns` |
| Commonest flop | `dfxtp_1` |
| Ports | `56` |
| Final Hold Viols | `0` |
| Top cells by count | `nand2_1, nor2_1, o21ai_0` |
| Yosys Chip Area | `approximately 0.012 mm²` |
| Setup violators final | `0` |
| CTS sink count | `132` |
| Outcome | `finished, final reports clean` |
| Fraction of layout instances using a drive strength above 1 | `0.217` |
| Post-Syn Instances | `1,697` |
| Die x size | `178 µm` |
| Clk buf depth | `2` |
| H-tree depth | `4` |
| R2r worst-path depth | `9` |
| Initial DRC count | `about 1,300` |
| Area leader, netlist | `dfxtp_1` |
| CTS Buf Count | `17` |
| Clk pin slew, worst setup/hold paths | `0.07 ns` |
| Wirelength per Cell | `~21 µm` |
| TNS Setup | `0 ns` |
| Max-slew violations | `0` |
| RSZ-0062 raised after global routing | `no` |
| Count of cell types in the netlist | `~78` |
| Worst slew pin tran | `between 0.7 and 0.8 ns` |
| First-pass GRT wire length | `just under 80,000 µm` |
| Slew headroom | `0.509` |
| Latency at later pin | `0.45 ns` |
| Post-route insts no fill | `2,388` |
| Synth Cell Area | `0.0123 mm²` |
| Vias in the first global route | `approximately 14,000` |
| Post-synthesis sequential area ratio | `0.231` |
| Tool warnings | `80` |
| Synth Area per Inst | `7.26 µm²` |
| Critical path peak fanout | `5` |
==> how the worst max path moves through the flow <==
| stage | start | to | slack, ns | depth (start not counted) |
|---|---|---|---|---|
| 4_1_cts | avms_address_i[2] | flip-flop | 0.07 | 12 |
| 5_1_grt | avms_address_i[1] | flip-flop | 0.003 | 14 |
| 6_report | avms_address_i[2] | flip-flop | 0.11 | 12 |
==> worst max-delay path, cell delays in order <==
cell and delay (ns):
clkdlybuf4s50_1 0.41, or4b_1 0.63, mux2_2 0.33, and2_0 0.17
inv_1 0.14, buf_4 0.14, ha_1 0.34, a32oi_1 0.10
o21ai_0 0.27, a2111oi_2 0.09, buf_4 0.16, a311o_1 0.25
==> what timing repair did <==
| item | CTS | global route |
|---|---|---|
| resized | 0 | 3 |
| setup endpoints to repair | 0 | 2 |
| buffers inserted | 0 | 1 |
| hold buffers | 0 | 0 |
==> where the power goes <==
group / switching [mW] / leakage (nW) / total, mW / internal (mW)
clock: 0.832 / 0.304 / 1.92 / 1.08
sequential: 0.0211 / 1.31 / 1.56 / 1.54
combinational: 0.494 / 5.37 / 0.842 / 0.349
total: 1.35 / 6.98 / 4.32 / 2.98
==> logic make-up (layout without fill, tap and decap cells) <==
| logic type | Yosys count | count (layout) | share of synthesized area |
|---|---|---|---|
| buffers and inverters | 248 | 548 | 0.0795 |
| AND/OR/NAND/NOR | 572 | 572 | 0.222 |
| XOR/XNOR | 7 | 7 | 0.00497 |
| other | 0 | 1 | 0 |
| multiplexers | 90 | 90 | 0.0794 |
| AND-OR/OR-AND | 576 | 576 | 0.310 |
| flip-flops | 132 | 132 | 0.231 |
| adder cells (fa/ha/maj) | 72 | 72 | 0.0731 |
==> cells in the final DEF (no fill, tap or decap), types with 8 or more instances in the layout <==
cell and n:
mux2i_1 55, a211oi_1 44, nand2_1 196, nor3_1 44, o31ai_1 16, o311ai_0 12
dfxtp_1 90, nand2b_1 23, nor2b_1 47, mux2_2 32, o21ai_0 132, nor2_1 131
and2_1 12, or3_1 8, a221oi_1 15, inv_1 102, nand3_1 48, nand3b_1 8
o32ai_1 9, clkdlybuf4s50_1 54, clkbuf_16 17, o211ai_1 43, o2111ai_1 11, nor4_1 10
ha_1 72, a31oi_1 25, a21oi_1 130, a2111oi_0 14, dfrtp_1 42, buf_4 346
nor3b_1 12, a211o_1 8, o221ai_1 14, a22oi_1 10, o22ai_1 18
==> layout make-up <==
type,count,area share
Tap cell,390,0.0303
Inverter,111,0.0258
Antenna cell,1,0.000155
Clock buffer,17,0.0264
Sequential cell,132,0.177
Timing Repair Buffer,405,0.201
Multi-Input combinational cell,1317,0.528
Clock inverter,15,0.0116
==> metal layers <==
layer / vias up / routed length (µm) / share of wire / track usage
met1: 6818 / 21500 / 0.43 / 0.448
met2: 696 / 23300 / 0.47 / 0.533
met4: 2 / 1770 / 0.035 / 0.0997
li1: 6803 / - / - / -
met3: 137 / 3440 / 0.069 / 0.0495
met5: - / 76 / 0.0015 / 0.0176
==> per-stage QoR <==
step | total power [mW] | setup WS, ns | hold WS (ns) | instance area (µm²)
floorplan | 2.03 | -0.0350 | 0.404 | 12300
global placement | 2.42 | -0.395 | 0.425 | 15500
detailed placement | 2.42 | -0.377 | 0.431 | 15500
CTS | 4.35 | 0.0718 | 0.389 | 16100
global route | 4.50 | 0.00309 | 0.413 | 16100
finish | 4.32 | 0.108 | 0.411 | 16100
Power and IR drop assume default switching activity.
